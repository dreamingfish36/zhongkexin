File: flow/design.v
module Memristor_Infra_Booth_4bit (
    input wire clk                      ,  
    input wire rst                      ,  
    input wire start                    ,  
    input wire top                      ,  
    input wire bottom                   ,  
    input wire signed [3:0] delta_m     ,  
    output wire signed [7:0] result         
);
reg signed [7:0] phi;
assign result = phi;
initial begin
    phi <= 0                            ;
end
always @(posedge clk) begin
    if (rst) begin
        phi <= 0                        ;
    end
    else if (start) begin
        case({top,bottom})
            2'b00: phi <= phi >>> 1  ;
            2'b11: phi <= phi >>> 1  ;
            2'b10: phi <= $signed({( (phi[7:4] - delta_m)),phi[3:0]}) >>> 1  ;
            2'b01: phi <= $signed({( (phi[7:4] + delta_m)),phi[3:0]}) >>> 1  ;
        endcase
    end
end
endmodule
module Memristor_Infra_multiplier_4bit (
    input wire clk                          ,  
    input wire rst                          ,  
    input wire start                        ,  
    input wire signed [3:0] multiplier      ,  
    input wire signed [3:0] multiplicand    ,  
    output wire signed [7:0] result         ,  
    output wire done                           
);
wire top, bottom                            ;  
reg enable                                  ;  
reg [2:0] bit_counter                       ;  
reg [3:0] multiplier_reg                    ;  
reg [3:0] multiplicand_reg                  ;  
reg done_reg                                ;  
initial begin
    enable <= 1'b0                          ;
    bit_counter <= 3'd0                     ;
    multiplier_reg <= 4'd0                  ;
    multiplicand_reg <= 4'd0                ;
    done_reg <= 1'b0                        ;
end
assign done = done_reg                      ;
assign bottom = (bit_counter == 0) ? 1'b0 : multiplier_reg[bit_counter-1];
assign top = (bit_counter >= 4) ? 1'b0 : multiplier_reg[bit_counter]     ; 
Memristor_Infra_Booth_4bit booth_instance (
    .clk(clk)                                                           ,
    .rst(rst)                                                           ,
    .start(enable)                                                      ,
    .top(top)                                                           ,
    .bottom(bottom)                                                     ,
    .delta_m(multiplicand_reg)                                          ,
    .result(result)
)                                                                       ;
always @(posedge clk) begin
    if (rst) begin
        enable <= 1'b0                                                  ;
        bit_counter <= 3'd0                                             ;
        multiplier_reg <= 4'd0                                          ;
        multiplicand_reg <= 4'd0                                        ;
        done_reg <= 1'b0                                                ;
    end
    else if (start) begin
        if (!done_reg) begin 
            if (bit_counter == 3'd0 && !enable) begin
                multiplier_reg   <= multiplier                          ;
                multiplicand_reg <= multiplicand                        ;
                enable <= 1'b1                                          ;
                bit_counter <= 3'd0                                     ; 
            end
            else if (bit_counter < 3'd3) begin
                bit_counter <= bit_counter + 1'b1                       ;
            end
            else if (bit_counter == 3'd3) begin   
                enable <= 1'b0                                          ;
                bit_counter <= 3'd0                                     ;
                done_reg <= 1'b1                                        ;  
            end
        end
    end
end
endmodule
module Memristor_Infra_Multiplier_4bit_AXI4 (
    input wire ACLK,
    input wire ARESETn,
    input wire [31:0] AWADDR,
    input wire [2:0] AWPROT,
    input wire AWVALID,
    output wire AWREADY,
    input wire [31:0] WDATA,
    input wire [3:0] WSTRB,
    input wire WVALID,
    output wire WREADY,
    output wire [1:0] BRESP,
    output wire BVALID,
    input wire BREADY,
    input wire [31:0] ARADDR,
    input wire [2:0] ARPROT,
    input wire ARVALID,
    output wire ARREADY,
    output wire [31:0] RDATA,
    output wire [1:0] RRESP,
    output wire RVALID,
    input wire RREADY
);
    reg [31:0] control_reg;       
    reg [31:0] status_reg;        
    reg [31:0] multiplier_reg;    
    reg [31:0] multiplicand_reg;  
    reg [31:0] result_reg;        
    wire start;
    wire done;
    wire signed [7:0] result;
    reg write_state;
    reg write_done;
    localparam WRITE_IDLE = 1'b0;
    localparam WRITE_DATA = 1'b1;
    reg read_state;
    reg read_done;
    localparam READ_IDLE = 1'b0;
    localparam READ_DATA = 1'b1;
    reg awready_reg;
    reg wready_reg;
    reg [1:0] bresp_reg;
    reg bvalid_reg;
    reg arready_reg;
    reg [31:0] rdata_reg;
    reg [1:0] rresp_reg;
    reg rvalid_reg;
    localparam ADDR_CONTROL = 8'h00;
    localparam ADDR_STATUS = 8'h04;
    localparam ADDR_MULTIPLIER = 8'h08;
    localparam ADDR_MULTIPLICAND = 8'h0C;
    localparam ADDR_RESULT = 8'h10;
    localparam CTRL_START = 0;
    localparam CTRL_RESET = 1;
    localparam STAT_DONE = 0;
    initial begin
        control_reg = 32'h0;
        status_reg = 32'h0;
        multiplier_reg = 32'h0;
        multiplicand_reg = 32'h0;
        result_reg = 32'h0;
        write_state = WRITE_IDLE;
        write_done = 1'b0;
        read_state = READ_IDLE;
        read_done = 1'b0;
        awready_reg = 1'b1;
        wready_reg = 1'b1;
        bresp_reg = 2'b00;
        bvalid_reg = 1'b0;
        arready_reg = 1'b1;
        rdata_reg = 32'h0;
        rresp_reg = 2'b00;
        rvalid_reg = 1'b0;
    end
    Memristor_Infra_multiplier_4bit multiplier_inst (
        .clk(ACLK),
        .rst(~ARESETn),
        .start(start),
        .multiplier(multiplier_reg[3:0]),
        .multiplicand(multiplicand_reg[3:0]),
        .result(result),
        .done(done)
    );
    assign start = control_reg[CTRL_START];
    always @(posedge ACLK or negedge ARESETn) begin
        if (!ARESETn) begin
            status_reg <= 32'h0;
        end else begin
            status_reg[STAT_DONE] <= done;
        end
    end
    always @(posedge ACLK or negedge ARESETn) begin
        if (!ARESETn) begin
            write_state <= WRITE_IDLE;
            write_done <= 1'b0;
            control_reg <= 32'h0;
            multiplier_reg <= 32'h0;
            multiplicand_reg <= 32'h0;
            awready_reg <= 1'b1;
            wready_reg <= 1'b1;
            bvalid_reg <= 1'b0;
            bresp_reg <= 2'b00;
        end else begin
            case (write_state)
                WRITE_IDLE: begin
                    if (AWVALID && WVALID) begin
                        write_state <= WRITE_DATA;
                        awready_reg <= 1'b0;
                        wready_reg <= 1'b0;
                        bvalid_reg <= 1'b1;
                        case (AWADDR[7:0])
                            ADDR_CONTROL: control_reg <= WDATA;
                            ADDR_MULTIPLIER: multiplier_reg <= WDATA;
                            ADDR_MULTIPLICAND: multiplicand_reg <= WDATA;
                            default: begin end
                        endcase
                    end
                end
                WRITE_DATA: begin
                    if (BREADY) begin
                        write_state <= WRITE_IDLE;
                        write_done <= 1'b1;
                        awready_reg <= 1'b1;
                        wready_reg <= 1'b1;
                        bvalid_reg <= 1'b0;
                    end
                end
            endcase
        end
    end
    always @(posedge ACLK or negedge ARESETn) begin
        if (!ARESETn) begin
            read_state <= READ_IDLE;
            read_done <= 1'b0;
            arready_reg <= 1'b1;
            rvalid_reg <= 1'b0;
            rresp_reg <= 2'b00;
            rdata_reg <= 32'h0;
        end else begin
            case (read_state)
                READ_IDLE: begin
                    if (ARVALID) begin
                        read_state <= READ_DATA;
                        arready_reg <= 1'b0;
                        rvalid_reg <= 1'b1;
                        case (ARADDR[7:0])
                            ADDR_CONTROL: rdata_reg <= control_reg;
                            ADDR_STATUS: rdata_reg <= status_reg;
                            ADDR_MULTIPLIER: rdata_reg <= multiplier_reg;
                            ADDR_MULTIPLICAND: rdata_reg <= multiplicand_reg;
                            ADDR_RESULT: rdata_reg <= {24'h0, result};
                            default: rdata_reg <= 32'h0;
                        endcase
                    end
                end
                READ_DATA: begin
                    if (RREADY) begin
                        read_state <= READ_IDLE;
                        read_done <= 1'b1;
                        arready_reg <= 1'b1;
                        rvalid_reg <= 1'b0;
                    end
                end
            endcase
        end
    end
    assign AWREADY = awready_reg;
    assign WREADY = wready_reg;
    assign BRESP = bresp_reg;
    assign BVALID = bvalid_reg;
    assign ARREADY = arready_reg;
    assign RDATA = rdata_reg;
    assign RRESP = rresp_reg;
    assign RVALID = rvalid_reg;
endmodule 
File: flow/run.sh
#!/bin/bash
# OpenROAD 26Q1-2900-gdf79404cd8, Yosys 0.63+post, stock flow scripts
make -C /OpenROAD-flow-scripts/flow DESIGN_CONFIG=/design/flow/config.mk WORK_HOME=/design/flow/orfs finish
File: flow/config.mk
export PLATFORM = sky130hd
export DESIGN_NAME = Memristor_Infra_Multiplier_4bit_AXI4
export DESIGN_NICKNAME = Memristor_Infra_Multiplier_4bit_AXI4
export VERILOG_FILES = /design/flow/design.v
export SDC_FILE = /design/flow/constraint.sdc
export NUM_CORES = 4
export LEC_CHECK = 1
export CORE_UTILIZATION = 50
File: flow/constraint.sdc
current_design Memristor_Infra_Multiplier_4bit_AXI4

set clk_period 6.2
set clk_io_pct 0.2

create_clock -name clk0 -period $clk_period [get_ports {ACLK}]

set non_clock_inputs [all_inputs -no_clocks]
set_input_delay [expr $clk_period * $clk_io_pct] -clock clk0 $non_clock_inputs
set_output_delay [expr $clk_period * $clk_io_pct] -clock clk0 [all_outputs]
==> flow_summary_export.csv <==
group,metric,value,unit
logic_synthesis,async_flop_share,86.5,%
logic_synthesis,syn_avg_cell_area,13.3,um^2
pwr,total_power,0.00218,W
run_status,status,"finished clean",
finish,fin_util,63.0,%
grt,first_global_vias,4640,
worst_setup_path,crit_required,6.54,ns
logic_synthesis,ys.flop_type,"dfrtp_1",
timing,rsz0062_at_grt,"false",
worst_setup_path,crit_path_max_fanout,24,
timing,slew_headroom,46.9,%
logic_synthesis,top_cells_by_count,"133 x dfrtp_1, 48 x mux2i_1, 47 x mux2_2, 31 x a22o_1, 30 x mux2_4",
cts,cts_tree,"yes",
routing,drc,0,
finish,stdcell_area,8840,um^2
floorplanning,die_y,123,um
floorplanning,dieArea,15100,um^2
routing,dr.first_iter.drc_count,192,
logic_synthesis,synth_top_area_share,45.7,%
cts,ctsHoldBuffers,0,
grt,grt_pass1_wl,24900,um
cts,post_cts_resized,0,
pwr,p_per_area,247,nW/um^2
logic_synthesis,postSynthSeqShare,52.2,%
routing,routed-via-count,4638,
timing,fin_crit,3.56,ns
pwr,ir_drop,0.204,mV
routing,drt-total-wl,15200,um
timing,fin_skew,0.00572,ns
placed_design,place_area,8260,um^2
grt,grt.overflow.total,0,
cts,cts_sinks,156,
routing,first_pass_iters,6,
flow_run,warnings,90,
cts,cts_buffers,17,
logic_synthesis,edf_count,0,
floorplanning,rows,43,
logic_synthesis,synth_area,7290,um^2
logic_synthesis,ys_cells,549,
logic_synthesis,post-synth-top-count-cell,"dfrtp_1",
worst_setup_path,end_kind,"flop",
routing,insertedDiodeCount,0,
pwr,p_leak,4.07,nW
timing,hold_viol,0,
logic_synthesis,synth-seq-cells,156,
logic_synthesis,syn-instance-count,549,
floorplanning,ios,154,
grt,grt_usage,22.8,%
grt,grt_max_degree,71,
logic_synthesis,post-synth-top-area-cell,"dfrtp_1",
floorplanning,die_w,123,um
cts,path_clk_slew,0.06,ns
finish,area_growth_syn_to_layout,21.3,%
routing,ant_nets,0,
timing,tns,0,ns
timing,clock.fmax,281,MHz
timing,drv_slew,0,
cts,clock_path_buffers,2,
timing,worst_hold_slack,0.374,ns
cts,cts_root_buffer,"clkbuf_16",
placed_design,gp_congestion,0.795,
logic_synthesis,yosys_area,7290,um^2
flow_run,max_cap_viol_count,0,
timing,setup_viol,0,
cts,clock_latency,0.41,ns
worst_setup_path,worstPathArrival,3.90,ns
floorplanning,fp_util,51.9,%
placed_design,io_buffers,91,
finish,fill_cells,1054,
worst_setup_path,crit_path_start_kind,"input port",
logic_synthesis,ys_types,55,
floorplanning,core_area,14000,um^2
logic_synthesis,yosysWarnings,3,
placed_design,dp_hpwl,9420,um
timing,worst_pin_slew,0.794,ns
routing,wl_per_cell,18.4,um
worst_setup_path,critical_path_class,"input port to flop",
logic_synthesis,synth.area.top_cells,"dfrtp_1 46%, mux2_2 7.3%, mux2i_1 6.6%",
cts,htreeDepth,4,
worst_hold_path,holdCritPathClass,"flop to flop",
routing,avgViaCountPerCell,5.61,
grt,antenna_found_initial,0,
cts,postCtsSetupBuffers,0,
timing,period_used_share,57.4,%
finish,drive_above_1_share,20.1,%
## power by group
part | internal, W | switching (W)
clock | 0.000614 | 0.000382
sequential | 0.00104 | 0.0000133
combinational | 0.0000688 | 0.0000646
total | 0.00172 | 0.000459
## worst max-delay path, cell delays in order
cell and delay, ns:
clkdlybuf4s50_1 0.49, nor4_4 0.74, nand3_2 0.35, nor2_4 0.71, o2bb2ai_1 0.21, a22o_1 0.17
## through the flow
stage / setup WS, ns / std cells
floorplan: 3.59 / 552
global placement: 2.24 / 796
detailed placement: 2.25 / 796
CTS: 2.66 / 827
global route: 2.52 / 827
finish: 2.64 / 827
## cell families after synthesis
family | synth area share [%]
fa+ha+maj | 2.61
flops | 52.2
buf+inv | 4.17
other cells | 0.0515
xor+xnor | 0.601
mux | 23.0
simple gates | 6.32
compound gates | 11.1
## final cells by class
type	instances	area, um^2	share of cell area [%]
Clock buffer	26	519	5.87
Multi-Input combinational cell	345	3210	36.3
Tap cell	180	225	2.55
Timing Repair Buffer	100	975	11.0
Sequential cell	156	3800	43.0
Clock inverter	5	56.3	0.637
Inverter	15	56.3	0.637
## cells in the final DEF, fill, tap and decap left out, drive strengths merged, types with 5 or more instances in the layout
cell type	instances
a21oi	9
a22o	31
a22oi	9
buf	11
clkbuf	26
clkdlybuf4s50	89
dfrtp	133
dfxtp	21
ha	12
inv	15
mux2	96
mux2i	48
nand2	18
nand3	5
nor2	15
nor2b	18
o21ai	6
o22ai	9
o2bb2ai	24
## path summary, 6_finish.rpt
check	start	end	slack, ns	depth (start not counted)
worst max register to register	multiplier_inst.bit_counter[0]$_SDFFE_PN0P_	multiplier_inst.booth_instance.phi[6]$_SDFFE_PN0P_	3.41	9
min in group asynchronous	ARESETn	control_reg[4]$_DFFE_PN0P_	0.84	1
worst min register to register	multiplier_inst.done_reg$_SDFFE_PN0P_	status_reg[0]$_DFF_PN0_	0.37	0
worst max-delay path	ARADDR[5]	rdata_reg[9]$_DFFE_PN0P_	2.64	6
max in group asynchronous	ARESETn	rdata_reg[30]$_DFFE_PN0P_	4.25	2
worst min-delay path	multiplier_inst.done_reg$_SDFFE_PN0P_	status_reg[0]$_DFF_PN0_	0.37	0
## metal layers
| metal | vias up | global-route usage, % | wire (um) | part of all wire (%) |
|---|---|---|---|---|
| met2 | 99 | 33.3 | 6890 | 45 |
| met3 | 11 | 4.84 | 769 | 5.1 |
| met4 | 0 | 2.67 | 167 | 1.1 |
| li1 | 2179 | - | - | - |
| met5 | - | 0 | 0 | 0 |
| met1 | 2349 | 38.0 | 7390 | 49 |
Power is estimated from default activity; no workload was simulated.
